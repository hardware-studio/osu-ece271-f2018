**/design/flow/config.mk**
```make
export PLATFORM = sky130hd
export DESIGN_NAME = ir_top_level
export DESIGN_NICKNAME = ir_top_level
export VERILOG_FILES = /design/flow/design.v
export SDC_FILE = /design/flow/constraint.sdc
export NUM_CORES = 4
export LEC_CHECK = 1
export CORE_AREA = 10 10 87 87
export DIE_AREA = 0 0 97 97
export SYNTH_HDL_FRONTEND = slang
```
**/design/flow/constraint.sdc**
```tcl
current_design ir_top_level

set clk_period 1.0
set clk_io_pct 0.2

create_clock -name clk0 -period $clk_period [get_ports {clk}]
create_clock -name clk1 -period $clk_period [get_ports {data}]

set non_clock_inputs [all_inputs -no_clocks]
set_input_delay [expr $clk_period * $clk_io_pct] -clock clk0 $non_clock_inputs
set_output_delay [expr $clk_period * $clk_io_pct] -clock clk0 [all_outputs]
```
**/design/flow/design.v**
```verilog
module Drawer(
    input logic clk,
    input logic[3:0] box_r, box_g, box_b,
    input logic[9:0] x, y, box_x, box_y, box_size,
    output logic[3:0] r, g, b
);
always_ff @(posedge clk)
    if (x > 640 || y > 480 || x < box_x || y < box_y || x > box_x + box_size || y > box_y + box_size)
        begin
            r <= 4'b0;
            g <= 4'b0;
            b <= 4'b0;
        end
    else   
        begin
            r <= box_r;
            g <= box_g;
            b <= box_b;
        end
endmodule
module XYCounter(
    input logic clk,
    output logic vs, hs,
    output logic[9:0] x, y
);
logic[9:0] xpos = 0;
logic[9:0] ypos = 0;
always_ff @(posedge clk)
    begin
        hs <= ~((xpos >= 640 + 16) && (xpos < 640 + 16 + 96));
        vs <= ~((ypos >= 480 + 10) && (ypos < 480 + 10 + 2));
        if(xpos == 800 && ypos == 525)   
            begin
                ypos <= 0;
                xpos <= 0;
            end
        else if(xpos == 800)   
            begin
                ypos <= ypos + 1;
                xpos <= 0;
            end
        else   
            xpos <= xpos + 1;
    end
assign x = xpos;
assign y = ypos;
endmodule
module box_controller #(parameter
    SIZE = 40
)(
    input logic vs,
    input logic[1:0] dir_x, dir_y,
    output logic[3:0] box_r, box_g, box_b,
    output logic[9:0] box_x, box_y, box_size
);
logic[9:0] xpos = 300;
logic[9:0] ypos = 220;
logic[3:0] r = 4'b1111;
logic[3:0] g = 4'b0;
logic[3:0] b = 4'b0;
always_ff @(posedge vs)
    begin
        if(~(dir_x == 0 && xpos == 0) && ~(dir_x == 1 && xpos == 640 - SIZE))   
            begin
                if((xpos - 1 == 0 && dir_x == 0) || (xpos + 1 == 640 - SIZE && dir_x == 1))   
                    begin
                        r <= g;
                        g <= b;
                        b <= r;
                    end
                case(dir_x)
                    0: xpos <= xpos - 1;
                    1: xpos <= xpos + 1;
                endcase
            end
        if(~(dir_y == 0 && ypos == 0) && ~(dir_y == 1 && ypos == 480 - SIZE))   
            begin
                if((ypos - 1 == 0 && dir_y == 0) || (ypos + 1 == 480 - SIZE && dir_y == 1))   
                    begin
                        r <= g;
                        g <= b;
                        b <= r;
                    end
                case(dir_y)
                    0: ypos <= ypos - 1;
                    1: ypos <= ypos + 1;
                endcase
            end
    end
assign box_x = xpos;
assign box_y = ypos;
assign box_size = SIZE;
assign box_r = r;
assign box_g = g;
assign box_b = b;
endmodule
module half_clock(
    input logic oldclk,
    output logic newclk
);
logic count = 0;
always_ff @(posedge oldclk)
    if (count == 1)
        begin
            newclk <= 1;
            count <= 0;
        end
    else
        begin
            newclk <= 0;
            count <= count + 1;
        end
endmodule
module ir #(parameter
    UP = 2, DOWN = 8, LEFT = 4, RIGHT = 6
)(
    input logic data, clk,
    output logic[1:0] dir_x, dir_y
);
logic[10:0] clkCount = 0;
logic newclk = 0;
logic[5:0] dataWord = 0;
logic newDataWord = 0;
logic[1:0] x = 2;
logic[1:0] y = 2;
logic pusleVal = 0;
logic newPulseVal = 0;
logic waitForRepeat = 0;
always_ff @(posedge clk)
    if (clkCount < 1388)
            clkCount <= clkCount + 1;
    else
        begin
            clkCount <= 0;
            newclk = ~newclk;
        end
irConvertPulse cp(
    .data(data),
    .clk(newclk),
    .val(pusleVal),
    .newval(newPulseVal),
    .waitForRepeat(waitForRepeat)
);
irReadWord rw(
    .val(pulseVal),
    .clk(newPulseVal),
    .waitForRepeat(waitForRepeat),
    .data(dataWord),
    .finished(newDataWord)
);
always_ff @(posedge newDataWord)
    begin
        if (dataWord == UP) y <= 0;
        else if (dataWord == DOWN) y <= 1;
        else y <= 2;
        if (dataWord == LEFT) x <= 0;
        else if (dataWord == RIGHT) x <= 1;
        else x <= 2;
    end
assign dir_x = x;
assign dir_y = y;
endmodule
module irReadWord(
    input logic val, clk, waitForRepeat,
    output logic[5:0] data,
    output logic finished
);
logic[5:0] out = 0;
logic[4:0] count = 0;
logic prevToggle = 1;
always_ff @(posedge clk, negedge waitForRepeat)
    begin
        if (~waitForRepeat)   
            begin
                out <= 0;
                count <= 0;
                finished <= 1;
            end
        else if (count == 13)   
            begin
                out <= (out << 1) + val;
                finished <= 1;
                count <= 0;
            end
        else if (count == 2 && val != prevToggle)   
            begin
                prevToggle <= val;
                out <= 0;
                count <= count + 1;
                finished <= 0;
            end
        else if (count > 7)   
            begin
                out <= (out << 1) + val;
                count <= count + 1;
                finished <= 0;
            end
        else
            begin
                count <= count + 1;
                finished <= 0;
            end
    end
assign data = out;
endmodule
module irConvertPulse(
    input logic data, clk,
    output logic val, newval, waitForRepeat
);
logic[5:0] dataCounterOne = 0;
logic[5:0] dataCounterTwo = 0;
logic[5:0] timeCounter = 0;
logic[6:0] waitCounter = 78;
logic idle = 1;
logic out = 0;
logic tcReset = 0;
logic dcReset = 0;
logic dcResetSuccess = 0;
always_ff @(posedge data)
    begin
        if (idle)  
            begin
                dataCounterOne <= 0;
                dataCounterTwo <= 1;
                tcReset <= 1;
            end
        else if (dcReset)
            begin
                if (timeCounter > 31 && dataCounterTwo < 32)
                    begin
                        dataCounterOne <= 0;
                        dataCounterTwo <= 1;
                    end
                else if (dataCounterOne < 32)
                    begin
                        dataCounterOne <= 1;
                        dataCounterTwo <= 0;
                    end
                dcResetSuccess <= 1;
            end
        else   
            begin
                if (timeCounter > 31 && dataCounterTwo < 32) dataCounterTwo <= dataCounterTwo + 1;
                else if (dataCounterOne < 32) dataCounterOne <= dataCounterOne + 1;
                tcReset <= 0;
                dcResetSuccess <= 0;
            end
    end
always_ff @(posedge clk)
    begin
        if (tcReset)
            begin
                timeCounter <= 33;
                waitCounter <= 0;
                idle <= 0;
            end
        else if (timeCounter == 63)   
            begin
                if (idle && dataCounterOne == 0 && dataCounterTwo == 0 && waitCounter < 78)
                    waitCounter <= waitCounter + 1;
                out <= dataCounterOne == 0 && dataCounterTwo == 32 && ~dcReset;
                newval <= (dataCounterOne == 32 || dataCounterTwo == 32) && ~dcReset;
                idle <= (dataCounterOne == 0 && dataCounterTwo == 0) || ~dcReset;
                dcReset <= 1;
                timeCounter <= 0;
            end
        else   
            begin
                timeCounter <= timeCounter + 1;
                newval <= 0;
                if (dcResetSuccess)
                    dcReset <= 0;
            end
    end
assign val = out;
assign waitForRepeat = waitCounter < 78;
endmodule
module ir_top_level(
    input logic clk, data,
    output logic vs, hs,
    output logic[3:0] r, g, b
);
logic[9:0] xpos, ypos;
logic slowclk;
logic[1:0] dir_x, dir_y;
logic[3:0] box_r, box_g, box_b;
logic[9:0] box_x, box_y, box_size;
half_clock hc (
    .oldclk(clk),
    .newclk(slowclk)
);
XYCounter c (
    .clk(slowclk),
    .vs(vs),
    .hs(hs),
    .x(xpos),
    .y(ypos)
);
ir I (
    .clk(clk),
    .data(data),
    .dir_x(dir_x),
    .dir_y(dir_y)
);
box_controller box (
    .vs(vs),
    .dir_x(dir_x),
    .dir_y(dir_y),
    .box_r(box_r),
    .box_g(box_g),
    .box_b(box_b),
    .box_x(box_x),
    .box_y(box_y),
    .box_size(box_size)
);
Drawer d (
    .clk(slowclk),
    .box_r(box_r),
    .box_g(box_g),
    .box_b(box_b),
    .x(xpos),
    .y(ypos),
    .box_x(box_x),
    .box_y(box_y),
    .box_size(box_size),
    .r(r),
    .g(g),
    .b(b)
);
endmodule
```
**/design/flow/run.sh**
```bash
#!/bin/bash
# OpenROAD 26Q1-2900-gdf79404cd8, Yosys 0.63+post, stock flow scripts
make -C /OpenROAD-flow-scripts/flow DESIGN_CONFIG=/design/flow/config.mk WORK_HOME=/design/flow/orfs finish
```
==> notes.org <==
#+TITLE: Physical design notes

** Power
- Sw Ratio :: 0.150
- Static leakage power :: 0.431 nW
- The power report attributes to the clock group a share of 0.789.
- The worst VDD IR drop from the latest analysis is 0.371 mV.
- In the power breakdown, the internal column shows 334 uW.
- Power dissipated by switching net loads :: 58.8 uW
- The script computed a power per unit cell area of 323 mW/mm^2.
- Portion of total power attributed to sequential cells :: 0.205
- Logic pwr share :: 0.006

** CTS
- CTS added clock buffers totalling 3.
- On the worst setup and hold paths after CTS, the clock-pin slew comes to 30 ps.
- # H-tree levels :: 1
- TritonCTS built the clock tree.
- Resize count post-CTS :: 0
- Master cell of the clock root buffer :: sky130_fd_sc_hd__clkbuf_8
- Hold repair after CTS inserted 0 buffers.
- The clock passes through at most 2 buffers.
- Post-CTS setup repair buffer count :: 0

** Placed design
- RD Place Congestion :: 0.834
- Post-detail-place hpwl :: 1250 um
- The post-placement cell area is 0.00118 mm^2.
- Number of port buffers :: 2

** Critical path
- STA classifies the critical path startpoint as a flop.
- Setup CP Type :: reg -> reg
- Worst endpoint data arrival time :: 550 ps
- Logic depth along the worst register-to-register path is recorded as 1.
- For the worst reg-to-reg path, the startpoint reported by OpenROAD is hc.count.
- CP delay by family, top :: flip-flops
- Crit path DRT :: 1100 ps
- Walking the worst path, the cells encountered are inv_1.
- For this run, the slowest stage of the critical path takes 310 ps.
- The script reports the combined buffer and inverter count of the critical path as 1.
- Largest fanout on the critical path :: 2
- Slowest CP cell :: sky130_fd_sc_hd__dfxtp_1
- The worst setup path is captured at a flop.
- Reg-to-reg endpoint :: hc.count
- Setup slack of the most critical reg-to-reg path :: 550 ps

** Yosys
- Sorting the synthesized cells by area gives the leading types as sky130_fd_sc_hd__dfxtp_1 (43%), sky130_fd_sc_hd__buf_4 (8.0%), sky130_fd_sc_hd__xnor2_1 (6.2%).
- Cell taking the most area after synthesis :: sky130_fd_sc_hd__dfxtp_1
- In this run, distinct cell masters in the synthesized netlist total 32.
- Synthesized area divided by synthesized cell count :: 9.47 um^2
- In the synthesized netlist, the number of instances is 119.
- Leading post-synthesis cells by instance count :: sky130_fd_sc_hd__dfxtp_1 (24), sky130_fd_sc_hd__buf_4 (12), sky130_fd_sc_hd__nand2_1 (9), sky130_fd_sc_hd__nor2_1 (8), sky130_fd_sc_hd__xnor2_1 (8)
- For this run, the register share of the synthesized area comes to 0.426.
- The cell area that synthesis handed to floorplanning was 0.00113 mm^2.
- Sorting the synthesis cell report by count puts at the top sky130_fd_sc_hd__dfxtp_1.
- In this run, synthesis produced a sequential element count of 24.
- Post-synthesis, Yosys gives the total cell area as 0.00113 mm^2.
- Synth top area share :: 0.426
- Count of library flops with an enable pin :: 0
- In the synthesized netlist the async set-or-reset flop fraction comes to 0.
- The synth_stat.txt file lists the number of cells as 119.
- Yosys synthesis warning count :: 1
- The synthesis report names the predominant flop master as sky130_fd_sc_hd__dfxtp_1.

** Global route
- For this run, the total global-route usage over all layers was measured as 0.0322.
- Pin count of the biggest net entering global routing :: 23
- First-pass GRT wire length :: 2790 um
- Grt ovf :: 0
- The number of antenna violations at the first check in global routing came to 0.
- Number of global-route vias before repair :: 700

** Final timing
- Per the final timing report, the hold violations number 0.
- Number of setup violations in the final report :: 0
- Total negative setup slack :: 0 ps
- The timer found 22 register pins that no clock reaches; their paths are not timed.
- In the final run the clock tree shows a worst skew of 2.29 ps.
- Unrepaired setup endpoints after global routing :: no
- The max-slew check reports its worst relative slack as 0.598.
- Number of pins exceeding their max-slew limit in the final report :: 0
- The transition time recorded at the tightest slew-check pin is 603 ps.
- Number of unconstrained endpoints :: 24

** Floorplanning
- Ports placed on the boundary :: 16
- Horizontal die dimension :: 97 um
- According to the floorplan report, the placeable core area is 0.00564 mm^2.
- The vertical die dimension reported for this design is 97 um.
- Chip area :: 0.00941 mm^2
- FP Core Util :: 0.200
- Row generation in the floorplan step produced 27 rows.

** Min path
- Min-delay src :: hc.count
- For hold timing, the worst endpoint is hc.newclk.
- In the hold timing report, the worst path depth is 0.
- The worst hold path belongs to the class reg -> reg.

** Routing
- For this run, the detailed router's first-pass iteration total came to 4.
- Antenna fix cells :: 0
- Wire length per cell after detailed routing :: 8.29 um
- Routed wire length :: 1610 um
- Per the post-route antenna check, the number of violating nets is 0.
- Final routed DRC violation total :: 0
- Number of vias per cell after detailed routing :: 3.64
- Per the detail_route report, the via count comes to 706.
- The first routing iteration left 39 violations.

** Final layout
- The layout summary lists the proportion of cells stronger than drive strength 1 as 0.0738.
- Synthesis-to-layout area growth :: 8.10%
- Design area :: 0.00122 mm^2

** Flow run
- Total of max-cap violations :: 0
- The logs give a warning total of 29.

** Outcome
- The flow ran to the end, and the final reports show no timing, DRC or antenna violations.
metal layers:
metal  up-vias  global-route usage  share of wire
li1        391                   -              -
met1       304              0.0430           0.56
met2        11              0.0527           0.40
met3         0             0.00860          0.035
met4         0             0.00225              0
met5         -                   0              0
cell type report:
cell class                      count  area (um^2)
Clock buffer                        3         41.3
Timing Repair Buffer                2         20.0
Tap cell                           72         90.1
Multi-Input combinational cell     87          564
Fill cell                         606         4420
Sequential cell                    24          480
Inverter                            6         22.5
power by group through the flow:
| stage | Sequential [mW] | Combinational (mW) | Clock [mW] |
|---|---|---|---|
| 6_report | 0.0805 | 0.00234 | 0.310 |
| 5_1_grt | 0.0805 | 0.00473 | 0.333 |
| 4_1_cts | 0.0805 | 0.00415 | 0.323 |
sequential cells by signal, indices dropped and copies added (netlist names):
signal / flops
c.vs: 1
c.x: 10
hc.newclk: 1
c.hs: 1
hc.count: 1
c.y: 10
kinds of logic (layout without fill, tap and decap cells):
kind of cell    after synthesis  in the layout  synth area share
flops                        24             24             0.426
other cells                   1             12           0.00333
buf+inv                      19             11             0.110
fa+ha+maj                     4              4            0.0444
xor+xnor                     11             11            0.0855
simple gates                 49             49             0.273
compound gates               10             10            0.0488
mux                           1              1           0.00888
worst max-delay path by stage:
stage           to  cells after the start     start
4_1_cts   hc.count                      1  hc.count
5_1_grt   hc.count                      1  hc.count
6_report  hc.count                      1  hc.count
placed cells by master, fill, tap and decap left out, types with 2 or more instances in the layout:
master                            count
sky130_fd_sc_hd__dfxtp_1             24
sky130_fd_sc_hd__conb_1              12
sky130_fd_sc_hd__nand2_1              9
sky130_fd_sc_hd__nor2_1               8
sky130_fd_sc_hd__xnor2_1              8
sky130_fd_sc_hd__inv_1                6
sky130_fd_sc_hd__nand4_1              5
sky130_fd_sc_hd__nand3_1              5
sky130_fd_sc_hd__and3_1               4
sky130_fd_sc_hd__a21oi_1              4
sky130_fd_sc_hd__o21ai_0              4
sky130_fd_sc_hd__ha_1                 4
sky130_fd_sc_hd__xor2_1               3
sky130_fd_sc_hd__or3_1                3
sky130_fd_sc_hd__clkbuf_8             3
sky130_fd_sc_hd__nor4b_1              2
sky130_fd_sc_hd__nand3b_1             2
sky130_fd_sc_hd__clkdlybuf4s50_1      2
stage by stage:
step | total power, mW | cells | hold WS (ps) | setup WS (ps) | utilization
6_report | 0.393 | 194 | 346 | 548 | 0.216
3_5_place_dp | 0.0854 | 191 | 345 | 549 | 0.209
2_1_floorplan | 0.115 | 130 | 331 | 566 | -
4_1_cts | 0.408 | 194 | 348 | 545 | 0.216
5_1_grt | 0.418 | 194 | 362 | 511 | 0.216
3_3_place_gp | 0.0861 | 191 | 338 | 555 | 0.209
Power figures rest on the tool's default switching activity, not on a simulated workload.

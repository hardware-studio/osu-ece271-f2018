==> design/flow/config.mk <==
export PLATFORM = sky130hd
export DESIGN_NAME = ps2_top_level
export DESIGN_NICKNAME = ps2_top_level
export VERILOG_FILES = /design/flow/design.v
export SDC_FILE = /design/flow/constraint.sdc
export NUM_CORES = 4
export LEC_CHECK = 1
export CORE_UTILIZATION = 40
==> design/flow/constraint.sdc <==
current_design ps2_top_level

set clk_period 1.0
set clk_io_pct 0.2

create_clock -name clk0 -period $clk_period [get_ports {clk}]
create_clock -name clk1 -period $clk_period [get_ports {psClk}]

set non_clock_inputs [all_inputs -no_clocks]
set_input_delay [expr $clk_period * $clk_io_pct] -clock clk0 $non_clock_inputs
set_output_delay [expr $clk_period * $clk_io_pct] -clock clk0 [all_outputs]
==> design/flow/design.v <==
module Drawer(
    input logic clk,
    input logic[3:0] box_r, box_g, box_b,
    input logic[9:0] x, y, box_x, box_y, box_size,
    output logic[3:0] r, g, b
);
always_ff @(posedge clk)
    if (x > 640 || y > 480 || x < box_x || y < box_y || x > box_x + box_size || y > box_y + box_size)
        begin
            r <= 4'b0;
            g <= 4'b0;
            b <= 4'b0;
        end
    else   
        begin
            r <= box_r;
            g <= box_g;
            b <= box_b;
        end
endmodule
module XYCounter(
    input logic clk,
    output logic vs, hs,
    output logic[9:0] x, y
);
logic[9:0] xpos = 0;
logic[9:0] ypos = 0;
always_ff @(posedge clk)
    begin
        hs <= ~((xpos >= 640 + 16) && (xpos < 640 + 16 + 96));
        vs <= ~((ypos >= 480 + 10) && (ypos < 480 + 10 + 2));
        if(xpos == 800 && ypos == 525)   
            begin
                ypos <= 0;
                xpos <= 0;
            end
        else if(xpos == 800)   
            begin
                ypos <= ypos + 1;
                xpos <= 0;
            end
        else   
            xpos <= xpos + 1;
    end
assign x = xpos;
assign y = ypos;
endmodule
module box_controller #(parameter
    SIZE = 40
)(
    input logic vs,
    input logic[1:0] dir_x, dir_y,
    output logic[3:0] box_r, box_g, box_b,
    output logic[9:0] box_x, box_y, box_size
);
logic[9:0] xpos = 300;
logic[9:0] ypos = 220;
logic[3:0] r = 4'b1111;
logic[3:0] g = 4'b0;
logic[3:0] b = 4'b0;
always_ff @(posedge vs)
    begin
        if(~(dir_x == 0 && xpos == 0) && ~(dir_x == 1 && xpos == 640 - SIZE))   
            begin
                if((xpos - 1 == 0 && dir_x == 0) || (xpos + 1 == 640 - SIZE && dir_x == 1))   
                    begin
                        r <= g;
                        g <= b;
                        b <= r;
                    end
                case(dir_x)
                    0: xpos <= xpos - 1;
                    1: xpos <= xpos + 1;
                endcase
            end
        if(~(dir_y == 0 && ypos == 0) && ~(dir_y == 1 && ypos == 480 - SIZE))   
            begin
                if((ypos - 1 == 0 && dir_y == 0) || (ypos + 1 == 480 - SIZE && dir_y == 1))   
                    begin
                        r <= g;
                        g <= b;
                        b <= r;
                    end
                case(dir_y)
                    0: ypos <= ypos - 1;
                    1: ypos <= ypos + 1;
                endcase
            end
    end
assign box_x = xpos;
assign box_y = ypos;
assign box_size = SIZE;
assign box_r = r;
assign box_g = g;
assign box_b = b;
endmodule
module half_clock(
    input logic oldclk,
    output logic newclk
);
logic count = 0;
always_ff @(posedge oldclk)
    if (count == 1)
        begin
            newclk <= 1;
            count <= 0;
        end
    else
        begin
            newclk <= 0;
            count <= count + 1;
        end
endmodule
module ps2 #(parameter
    UP = 8'h1D, DOWN = 8'h1B, LEFT = 8'h1C, RIGHT = 8'h23   
)(
    input logic clk, data,
    output logic[1:0] dir_x, dir_y
);
logic[7:0] bits = 8'b0;
logic[3:0] count = 0;
logic[3:0] even_odd = 0;
logic[1:0] x = 2;
logic[1:0] y = 2;
logic valid = 0;
logic fo = 0;
always_ff @(negedge clk)
    begin
        if (count == 10)  
            begin
                if (valid)
                    begin
                        if (~fo && y == 2 && bits == UP) y <= 0;
                        else if (fo && y == 0 && bits == UP) y <= 2;
                        else if (~fo && y == 2 && bits == DOWN) y <= 1;
                        else if (fo && y == 1 && bits == DOWN) y <= 2;
                        if (~fo && x == 2 && bits == LEFT) x <= 0;
                        else if (fo && x == 0 && bits == LEFT) x <= 2;
                        else if (~fo && x == 2 && bits == RIGHT) x <= 1;
                        else if (fo && x == 1 && bits == RIGHT) x <= 2;
                        if (bits == 8'hF0) fo <= 1;
                        else fo <= 0;
                    end
                even_odd <= 0;
                count <= 0;
                bits <= 8'd0;
                valid <= 0;
            end
        else if (count == 9)   
            begin
                count <= count + 1;
                valid <= even_odd[0] == ~data;
            end
        else if (count == 0)   
            count <= count + 1;
        else
            begin
                even_odd <= even_odd + data;
                count <= count + 1;
                bits <= (bits >> 1) + (data * 128);
            end
    end
assign dir_x = x;
assign dir_y = y;
endmodule
module ps2_top_level(
    input logic clk, psClk, data,
    output logic vs, hs,
    output logic[3:0] r, g, b
);
logic[9:0] xpos, ypos;
logic slowclk;
logic[1:0] dir_x, dir_y;
logic[3:0] box_r, box_g, box_b;
logic[9:0] box_x, box_y, box_size;
half_clock hc (
    .oldclk(clk),
    .newclk(slowclk)
);
XYCounter c (
    .clk(slowclk),
    .vs(vs),
    .hs(hs),
    .x(xpos),
    .y(ypos)
);
ps2 P (
    .clk(psClk),
    .data(data),
    .dir_x(dir_x),
    .dir_y(dir_y)
);
box_controller box (
    .vs(vs),
    .dir_x(dir_x),
    .dir_y(dir_y),
    .box_r(box_r),
    .box_g(box_g),
    .box_b(box_b),
    .box_x(box_x),
    .box_y(box_y),
    .box_size(box_size)
);
Drawer d (
    .clk(slowclk),
    .box_r(box_r),
    .box_g(box_g),
    .box_b(box_b),
    .x(xpos),
    .y(ypos),
    .box_x(box_x),
    .box_y(box_y),
    .box_size(box_size),
    .r(r),
    .g(g),
    .b(b)
);
endmodule
==> design/flow/run.sh <==
#!/bin/bash
# OpenROAD 26Q1-2900-gdf79404cd8, Yosys 0.63+post, stock flow scripts
make -C /OpenROAD-flow-scripts/flow DESIGN_CONFIG=/design/flow/config.mk WORK_HOME=/design/flow/orfs finish
==> ci_impl_report.md <==
### Metrics collected by this job

| Metric | Value |
|---|---|
| Unrepaired setup endpoints after global routing | true |
| Final Hold Viols | 0 |
| Initial DRC count | approximately 240 |
| Main flop type | dfxtp_1 |
| Reg2Reg Depth | 6 |
| Chip Area, Yosys | 0.005493 mm2 |
| Final wirelength | about 11 mm |
| Largest net degree at the start of global routing | 35 |
| Seq share, synth | 0.3626 |
| Final antenna-violating net count | 0 |
| Crit path max fanout | 4 |
| Min-Delay Path Depth | 0 |
| Via/cell ratio | between 5 and 6 |
| Post-Synthesis Cell Area | ~0.0055 mm2 |
| Fraction of registers with async set/reset | 0 |
| Post-Syn Instances | ~600 |
| P_leak | 2.605 nW |
| Number of enable flip-flop cells | 25 |
| Endpoints left unconstrained | 100 |
| Peak supply drop | approximately 1.6 mV |
| Share of layout cells above drive strength 1 | 0.1368 |
| Setup violators final | 22 |
| Placed Cells | 802 |
| Vias in the first global route | ~4k |
| Area leader share | 0.2260 |
| Most numerous logic cell after layout | inv_1 |
| Io pins | 17 |
| CTS clk-pin slew, worst paths | approximately 0.03 ns |
| Drt first pass iters | 4 |
| Worst Setup Start Kind | register |
| Tool warnings | 65 |
| Violated checks | setup timing |
| Register bit count reported by yosys | 87 |
| Hold Slack | 0.3540 ns |
| Dpl hpwl | a little over 8 mm |
| Reg2reg setup slack | -0.51 ns |
| Status | finished, violations left |
| Worst r2r dst | P.x[0] |
| Fin worst setup slack | -0.5111 ns |
| Clock Power Share | 0.691 |
| Yosys top cell by area | dfxtp_1 |
| Final std cells w/o fill | ~830 |
| Register pins left without a clock | 66 |
| Flop pwr share | 0.306 |
| Ys cells | 603 |
| Initial antenna violation count | 0 |
| Hold_buf cts | 0 |
| Synth-to-layout area growth | 18.29% |
| Routed wire per std cell | 13.27 um |
| TritonCTS clock tree | built |
| Port buffer count | 15 |
| HP Start | hc.count |
| Die W | 119.2 um |
| GPL Wtd Cong | 0.8818 |
| Fp util | 0.4131 |
| Slew @ Worst Pin | 0.9419 ns |
| Mean Syn Cell Area | 9.109 um2 |
| All-Layer GR Usage | 0.1658 |
| Via count | 4327 |
| Setup crit end kind | register |
| Worst Hold End | hc.newclk |
| ANT cells | 0 |
| Critical path type | register to register |
| Distinct cells, synth | 61 |
| Std cell rows | 42 |
| Yosys warns | 5 |
| First-pass GRT wire length | between 15 and 20 mm |
| Die Span Y | 119.2 um |
| Residual DRC | 0 |
| Sw frac | 0.2001 |
| Relative slew margins | 0.3663 |
| Sw Pwr | 0.0005700 W |
| Crit path arrival time | 2.06 ns |
| Max Cap Viol | 0 |
| Core area | ~0.013 mm2 |
| Final slew viol count | 0 |
| Worst clock skew | ~0.015 ns |
| Top cells excl fill/tap | inv_1, dfxtp_1, ha_1, xnor2_1, nor2_1 |
| Die ar. | 0.01421 mm2 |
| Power Total | 0.002848 W |
| Cell area leaders | dfxtp_1, edfxtp_1, ha_1 |
| WP data required | around 1.6 ns |
| Total power divided by cell area | between 400 and 500 mW/mm2 |
| Critical Path Start | P.bits[7] |
| Hold Path Class | register to register |
| Pint | approximately 0.0023 W |
| R2R Path Start | P.bits[7] |
| Gate power share | 0.003 |
| Total global routing overflow | 0 |
layer usage:
metal  vias to the layer above  global-route usage  part of all wire
li1                       2263                   -                 -
met1                      1984              0.2657              0.52
met2                        76              0.2547              0.44
met3                         4             0.01712             0.028
met4                         0             0.01899            0.0042
met5                         -                   0                 0
cell usage after synthesis, types with 11 or more instances:
cell,n
inv_1,52
dfxtp_1,62
o21ai_0,22
a21oi_1,21
edfxtp_1,25
mux2i_1,24
clkbuf_1,17
nand3_1,23
xnor2_1,45
nand4_1,16
nor2_1,41
nor4_1,11
nor3_1,33
nand2_1,30
ha_1,56
nor2b_1,15
worst max-delay path by stage:
stage / to / slack [ns] / cells past startpoint
4_1_cts: P.x[0] / -0.51 / 6
5_1_grt: P.x[0] / -0.60 / 6
6_report: P.x[0] / -0.51 / 6
layout make-up:
| type | count | area, um2 |
|---|---|---|
| fillers | 1186 | 6798 |
| multi-input cells | 437 | 3316 |
| flip-flops and latches | 87 | 2004 |
| repair buffers | 55 | 499.2 |
| well taps | 176 | 220.2 |
| inverters | 53 | 206.4 |
| clock buffers | 6 | 150.1 |
| clock inverters | 20 | 101.3 |
per-stage QoR:
| step | setup slack (ns) | area [um2] | TNS, ns | util |
|---|---|---|---|---|
| floorplan | -0.4582 | 5622 | -4.340 | - |
| global placement | -0.5965 | 6076 | -6.258 | 0.4570 |
| detailed placement | -0.6132 | 6076 | -6.759 | 0.4570 |
| CTS | -0.5084 | 6421 | -5.718 | 0.4830 |
| global route | -0.5978 | 6497 | -7.222 | 0.4887 |
| finish | -0.5111 | 6497 | -5.917 | 0.4887 |
sequential cells by signal (all words and copies together) (netlist names):
name / count
P.bits: 8
P.count: 4
P.even_odd: 1
P.fo: 1
P.valid: 1
P.x: 2
P.y: 2
box.b: 4
box.g: 4
box.r: 4
box.xpos: 10
box.ypos: 10
c.hs: 1
c.vs: 1
c.xpos: 10
c.ypos: 10
d.b: 4
d.g: 4
d.r: 4
hc.count: 1
hc.newclk: 1
critical path, cell delays in order (launching register included):
cell and delay, ns:
dfxtp_2 0.34, nor4_4 0.29, nand3_1 0.12, nand2_1 0.09, a2bb2oi_1 0.07, o22ai_1 0.15
and2_4 0.17
power groups by stage:
stage     combinational [W]  sequential (W)  clock, W
4_1_cts          0.00000790        0.000870   0.00202
5_1_grt          0.00000976        0.000868   0.00212
6_report         0.00000893        0.000870   0.00197
cells by family (layout without fill, tap and decap cells):
group,count (synthesis),after routing,synth area share
multiplexers,24,24,0.04374
AND/OR/NAND/NOR,208,208,0.2023
XOR/XNOR,53,53,0.08451
adder cells (fa/ha/maj),56,56,0.1276
AND-OR/OR-AND,96,96,0.1141
flip-flops,87,87,0.3626
buffers and inverters,79,134,0.06515
repair_timing:
| item | 4_1_cts | 5_1_grt |
|---|---|---|
| gates resized | 20 | 19 |
| gates cloned | 1 | 0 |
| endpoints found under the setup margin | 23 | 24 |
| pin swaps | 5 | 8 |
| buffers inserted | 5 | 5 |
Power figures rest on the tool's default switching activity, not on a simulated workload.

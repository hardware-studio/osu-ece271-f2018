`/design/flow/config.mk`:
```
export PLATFORM = sky130hd
export DESIGN_NAME = nes_top_level
export DESIGN_NICKNAME = nes_top_level
export VERILOG_FILES = /design/flow/design.v
export SDC_FILE = /design/flow/constraint.sdc
export NUM_CORES = 4
export LEC_CHECK = 1
export CORE_UTILIZATION = 40
```
`/design/flow/constraint.sdc`:
```
current_design nes_top_level

set clk_period 3.7
set clk_io_pct 0.2

create_clock -name clk0 -period $clk_period [get_ports {clk}]

set non_clock_inputs [all_inputs -no_clocks]
set_input_delay [expr $clk_period * $clk_io_pct] -clock clk0 $non_clock_inputs
set_output_delay [expr $clk_period * $clk_io_pct] -clock clk0 [all_outputs]
```
`/design/flow/design.v`:
```
module Drawer(
    input logic clk,
    input logic[3:0] box_r, box_g, box_b,
    input logic[9:0] x, y, box_x, box_y, box_size,
    output logic[3:0] r, g, b
);
always_ff @(posedge clk)
    if (x > 640 || y > 480 || x < box_x || y < box_y || x > box_x + box_size || y > box_y + box_size)
        begin
            r <= 4'b0;
            g <= 4'b0;
            b <= 4'b0;
        end
    else   
        begin
            r <= box_r;
            g <= box_g;
            b <= box_b;
        end
endmodule
module XYCounter(
    input logic clk,
    output logic vs, hs,
    output logic[9:0] x, y
);
logic[9:0] xpos = 0;
logic[9:0] ypos = 0;
always_ff @(posedge clk)
    begin
        hs <= ~((xpos >= 640 + 16) && (xpos < 640 + 16 + 96));
        vs <= ~((ypos >= 480 + 10) && (ypos < 480 + 10 + 2));
        if(xpos == 800 && ypos == 525)   
            begin
                ypos <= 0;
                xpos <= 0;
            end
        else if(xpos == 800)   
            begin
                ypos <= ypos + 1;
                xpos <= 0;
            end
        else   
            xpos <= xpos + 1;
    end
assign x = xpos;
assign y = ypos;
endmodule
module box_controller #(parameter
    SIZE = 40
)(
    input logic vs,
    input logic[1:0] dir_x, dir_y,
    output logic[3:0] box_r, box_g, box_b,
    output logic[9:0] box_x, box_y, box_size
);
logic[9:0] xpos = 300;
logic[9:0] ypos = 220;
logic[3:0] r = 4'b1111;
logic[3:0] g = 4'b0;
logic[3:0] b = 4'b0;
always_ff @(posedge vs)
    begin
        if(~(dir_x == 0 && xpos == 0) && ~(dir_x == 1 && xpos == 640 - SIZE))   
            begin
                if((xpos - 1 == 0 && dir_x == 0) || (xpos + 1 == 640 - SIZE && dir_x == 1))   
                    begin
                        r <= g;
                        g <= b;
                        b <= r;
                    end
                case(dir_x)
                    0: xpos <= xpos - 1;
                    1: xpos <= xpos + 1;
                endcase
            end
        if(~(dir_y == 0 && ypos == 0) && ~(dir_y == 1 && ypos == 480 - SIZE))   
            begin
                if((ypos - 1 == 0 && dir_y == 0) || (ypos + 1 == 480 - SIZE && dir_y == 1))   
                    begin
                        r <= g;
                        g <= b;
                        b <= r;
                    end
                case(dir_y)
                    0: ypos <= ypos - 1;
                    1: ypos <= ypos + 1;
                endcase
            end
    end
assign box_x = xpos;
assign box_y = ypos;
assign box_size = SIZE;
assign box_r = r;
assign box_g = g;
assign box_b = b;
endmodule
module half_clock(
    input logic oldclk,
    output logic newclk
);
logic count = 0;
always_ff @(posedge oldclk)
    if (count == 1)
        begin
            newclk <= 1;
            count <= 0;
        end
    else
        begin
            newclk <= 0;
            count <= count + 1;
        end
endmodule
module nes #(parameter
    UP = 5, DOWN = 6, LEFT = 7, RIGHT = 8
)(
    input logic data, clk,
    output logic latch_out, clk_out,
    output logic[1:0] dir_x, dir_y
);
logic[1:0] x = 2;
logic[1:0] y = 2;
logic x_btn_press = 0;
logic y_btn_press = 0;
logic[19:0] pollClkCount = 0;
logic pollClk = 0;
logic[9:0] pulseClkCount = 0;
logic pulseClk = 0;
logic latch_inner = 0;
logic new_pulse = 0;
logic start_pulse_out = 0;
logic[3:0] pulseCounter = 0;
always_ff @(posedge clk)
    begin
        if (pollClkCount == 416666)
            begin
                if (~pollClk)
                    begin
                        latch_inner <= 1;
                        new_pulse <= 1;
                        pulseClkCount <= 0;
                        pulseClk <= 0;
                        pulseCounter <= 0;
                    end
                pollClkCount <= 0;
                pollClk <= ~pollClk;
            end
        else
            pollClkCount <= pollClkCount + 1;
        if (pulseClkCount == 301)
            begin
                if (new_pulse && ~pulseClk)   
                    begin
                        if (pulseCounter > 0 && latch_inner == 0)
                            start_pulse_out <= 1;
                        pulseCounter <= pulseCounter + 1;
                    end
                if (new_pulse && pulseClk)   
                    begin
                        if (pulseCounter > 0 && latch_inner)
                            latch_inner <= 0;
                        if (pulseCounter == 9)
                            begin
                                new_pulse <= 0;
                                start_pulse_out <= 0;
                                y_btn_press <= 0;
                                x_btn_press <= 0;
                            end
                        else
                            begin
                                if (pulseCounter == UP && data == 0)
                                    begin
                                        y <= 0;
                                        y_btn_press <= 1;
                                    end
                                else if (pulseCounter == DOWN && data == 0)
                                    begin
                                        y <= 1;
                                        y_btn_press <= 1;
                                    end
                                else if (pulseCounter >= UP && pulseCounter >= DOWN && y_btn_press == 0)   
                                    y <= 2;
                                if (pulseCounter == LEFT && data == 0)
                                    begin
                                        x <= 0;
                                        x_btn_press <= 1;
                                    end
                                else if (pulseCounter == RIGHT && data == 0)
                                    begin
                                        x <= 1;
                                        x_btn_press <= 1;
                                    end
                                else if (pulseCounter >= LEFT && pulseCounter >= RIGHT && y_btn_press == 0)   
                                    x <= 2;
                            end
                    end
                pulseClkCount <= 0;
                pulseClk <= ~pulseClk;
            end
        else
            pulseClkCount <= pulseClkCount + 1;
    end
assign latch_out = latch_inner;
assign clk_out = start_pulse_out && pulseClk;
assign dir_x = x;
assign dir_y = y;
endmodule
module nes_top_level(
    input logic clk, data,
    output logic vs, hs, latch_out, clk_out,
    output logic[3:0] r, g, b
);
logic[9:0] xpos, ypos;
logic slowclk;
logic[1:0] dir_x, dir_y;
logic[3:0] box_r, box_g, box_b;
logic[9:0] box_x, box_y, box_size;
half_clock hc (
    .oldclk(clk),
    .newclk(slowclk)
);
XYCounter c (
    .clk(slowclk),
    .vs(vs),
    .hs(hs),
    .x(xpos),
    .y(ypos)
);
nes N (
    .clk(clk),
    .data(data),
    .dir_x(dir_x),
    .dir_y(dir_y),
    .latch_out(latch_out),
    .clk_out(clk_out)
);
box_controller box (
    .vs(vs),
    .dir_x(dir_x),
    .dir_y(dir_y),
    .box_r(box_r),
    .box_g(box_g),
    .box_b(box_b),
    .box_x(box_x),
    .box_y(box_y),
    .box_size(box_size)
);
Drawer d (
    .clk(slowclk),
    .box_r(box_r),
    .box_g(box_g),
    .box_b(box_b),
    .x(xpos),
    .y(ypos),
    .box_x(box_x),
    .box_y(box_y),
    .box_size(box_size),
    .r(r),
    .g(g),
    .b(b)
);
endmodule
```
`/design/flow/run.sh`:
```
#!/bin/bash
# OpenROAD 26Q1-2900-gdf79404cd8, Yosys 0.63+post, stock flow scripts
make -C /OpenROAD-flow-scripts/flow DESIGN_CONFIG=/design/flow/config.mk WORK_HOME=/design/flow/orfs finish
```
==> out/metrics.sh <==
FLOORPLANUTILIZATION_PCT=41.2
MAXCLOCKFREQUENCY_GHz=0.433
WORSTHOLDPATHTYPE='reg -> reg'
DRT_PASS1_ITERATIONS=5
WORSTPATHREQUIRED_PS=3860
MAXIMUM_NUMBER_OF_PINS_ON_ONE_NET_BEFORE_GLOBAL_ROUTE_REPAIR=35
MAX-CAP-VIOLATIONS=0
CHIPHEIGHT_UM=130
FLOORPLAN.DIE_AREA_SQ_UM=17000
ROUTE.DETAILED.DRC=0
HTREEDEPTH=2
CTS_TREE='done'
MAXSLEWVIOLCOUNT=0
AREA_LEADERS='sky130_fd_sc_hd__dfxtp_1 (26%), sky130_fd_sc_hd__edfxtp_1 (13%), sky130_fd_sc_hd__ha_1 (11%)'
NETSWITCHINGFRACTION_PCT=17.7
LAYOUT.CELLS.NON_FILLER=929
CTS_REPAIR_RESIZE_COUNT=0
TRACK_USAGE_PCT=15.4
EDF_COUNT=28
WORSTREGTOREGCELLS=8
POST_SYNTH_ARST_SHARE_PCT=0
UNCONSTRAINED_ENDPOINTS=100
GP_CONGESTION=0.889
CTS_ROOT_BUF='sky130_fd_sc_hd__clkbuf_16'
YOSYSWARNINGCOUNT=5
WORSTPATHCELLLIST='ha_1 -> nor4bb_1 -> and4_1 -> nor2b_1 -> nand2_1 -> and2_1 -> o21ai_0 -> o31ai_1'
SYN_AREA_SQ_UM=6590
CLOCK_PATH_BUFFERS=2
LOG.WARNING_COUNT=43
REGTOREGENDPOINT='N.pulseCounter[3]'
ANTENNA_CELLS_INSERTED=0
WORST-SETUP-PATH-TYPE='reg -> reg'
FIN_TNS_SETUP_PS=0
FINAL_MIN_PERIOD_OVER_CLOCK_PERIOD_PCT=62.4
POST-ROUTE-MIN-PERIOD_PS=2310
RUN_STATUS='finished clean'
YS.FLOP_TYPE='sky130_fd_sc_hd__dfxtp_1'
VIA_COUNT=4833
SYNTH.TOP_CELL.AREA_SHARE_PCT=25.5
CRITICAL_PATH_ARRIVAL_PS=2470
VDD.IR_DROP.WORST_mV=0.351
YS_AREA_SQ_UM=6590
PLACED_CELL_AREA_SQ_UM=6920
INITIAL_DRT_MARKERS=206
HOLD-PATH-ENDPOINT='hc.newclk'
DRIVE_ABOVE_1_SHARE_PCT=6.45
SYN_INST=706
MAXSLEWHEADROOM_PCT=40.3
POSTSYNTHSEQSHARE_PCT=38.3
NUMBER_OF_ANTENNA_VIOLATIONS_AT_THE_FIRST_CHECK_IN_GLOBAL_ROUTING=0
IOS=18
POWER.LEAKAGE_nW=2.75
POST-CTS-SETUP-BUFFER-COUNT=0
WORST-SLEW-PIN-TRANSITION_PS=887
WORSTREG2REGSTART='N.pulseClkCount[0]'
FLOPS_AFTER_SYNTH=112
YOSYSTOPAREACELL='sky130_fd_sc_hd__dfxtp_1'
FIRST_PASS_GRT_WIRE_LENGTH_MM=21.1
STDCELL_AREA_SQ_UM=7110
TIMING.FINAL.SETUP_VIOLATIONS=0
CTS_HOLD_REPAIR.BUFFERS=0
RRSETUPSLACK_PS=1390
RSZ_0062_RAISED_AFTER_GLOBAL_ROUTING='false'
POWER_FRAC_COMB_PCT=1.2
CTS_INSERTED_BUFFERS=5
SYNTHMOSTINSTANTIATEDCELL='sky130_fd_sc_hd__dfxtp_1'
ANTENNA_LEFT=0
DRT-WIRELENGTH-PER-CELL_UM=12.9
WORST_SETUP_PATH_END_KIND='flop'
GLOBAL_ROUTE.OVERFLOW_TOTAL=0
COUNT_OF_INPUT_AND_OUTPUT_BUFFERS=17
NUMBER_OF_STANDARD_CELL_ROWS_IN_THE_FLOORPLAN=46
POST-ROUTE-WORST-SETUP-SLACK_PS=1390
WORST_SETUP_HOLD_PATH_CLK_SLEW_PS=60
NUMBER_OF_REGISTER_PINS_THAT_NO_CLOCK_REACHES=66
SYNTH.LIB_CELLS_USED.DISTINCT=73
WORSTPATHMAXFANOUT=12
SETUP.WORST_PATH.START_CLASS='flop'
CORE_AREA_SQ_UM=16000
DP_HPWL_MM=9.24
FINAL.SETUP_SKEW_PS=6.41
POST-PLACE-WS_PS=1400
DIEWIDTH_UM=130
VIA_COUNT_OF_THE_FIRST_GLOBAL_ROUTING_PASS=4364
TIMING.CRITICAL_PATH.SLOWEST_STAGE_CELL='sky130_fd_sc_hd__and4_1'
YS_TOP_CELLS_BY_COUNT='sky130_fd_sc_hd__dfxtp_1 (84), sky130_fd_sc_hd__nor2_1 (75), sky130_fd_sc_hd__ha_1 (59)'
PLACE_INST=921
P_PER_AREA_nW_PER_UM2=150
POWER.SWITCHING_mW=0.188
DETAIL_ROUTE.WIRELENGTH_MM=12.0
CLOCK_POWER_SHARE_PCT=50.7
WORSTHOLDPATHCELLS=0
TIMING.FINAL.HOLD_VIOLATIONS=0
CPPEAKSTAGEDELAY_PS=480
P_SEQ_SHARE_PCT=48.1
YOSYS-STAT-CELLS=706
SYN2LAYOUT_AREA_GROWTH_PCT=7.92
SYN-MEAN-INSTANCE-AREA_SQ_UM=9.33
CLOCK.LATENCY.LATE_PIN_PS=280
HOLDCRITSTARTPOINT='hc.count'
ROUTE.DETAILED.VIAS_PER_INST=5.20
POWER_REPORT.INTERNAL_TOTAL_mW=0.876
[how the worst max path moves through the flow]
stage	slack, ps	cells after the start	from	to
final	1390	8	N.pulseClkCount[0]	N.pulseCounter[3]
after CTS	1380	8	N.pulseClkCount[0]	N.pulseCounter[3]
after global routing	1170	8	N.pulseClkCount[0]	N.pulseCounter[2]
[area by class of cell]
type | count | area [sq um]
inverters | 45 | 176
flip-flops and latches | 112 | 2520
clock inverters | 2 | 38.8
clock buffers | 6 | 150
repair buffers | 24 | 223
multi-input cells | 524 | 3730
fillers | 1533 | 8890
well taps | 216 | 270
[flip-flops by register name, summed over array words and instances (netlist names), 2 cells and up]
name	flops
N.pulseClkCount	10
box.xpos	10
d.g	4
box.g	4
N.pollClkCount	20
box.r	4
c.ypos	10
c.xpos	10
box.ypos	10
N.pulseCounter	4
d.b	4
box.b	4
d.r	4
N.y	2
N.x	2
[power groups by stage]
stage	sequential, mW	clock (mW)	combinational [mW]
after CTS	0.512	0.552	0.0128
after global routing	0.512	0.567	0.0139
final	0.512	0.539	0.0127
[placed cells by master (no fill, tap or decap), types with 9 or more instances in the layout]
cell,instances
sky130_fd_sc_hd__a21oi_1,26
sky130_fd_sc_hd__and3_1,10
sky130_fd_sc_hd__clkdlybuf4s50_1,17
sky130_fd_sc_hd__dfxtp_1,84
sky130_fd_sc_hd__edfxtp_1,28
sky130_fd_sc_hd__ha_1,59
sky130_fd_sc_hd__inv_1,40
sky130_fd_sc_hd__mux2_4,10
sky130_fd_sc_hd__nand2_1,43
sky130_fd_sc_hd__nand3_1,34
sky130_fd_sc_hd__nand4_1,31
sky130_fd_sc_hd__nor2_1,75
sky130_fd_sc_hd__nor2b_1,9
sky130_fd_sc_hd__nor3_1,23
sky130_fd_sc_hd__o21ai_0,21
sky130_fd_sc_hd__xnor2_1,50
sky130_fd_sc_hd__xor2_1,22
[through the flow]
stage	total power, mW	hold slack [ps]	utilization, %
6_report	1.06	353	44.4
5_1_grt	1.09	363	44.4
2_1_floorplan	0.531	331	-
4_1_cts	1.08	355	44.4
3_3_place_gp	0.535	337	43.3
3_5_place_dp	0.536	342	43.3
[worst max-delay path: cells and delay by family (launching register included)]
family | cells | cell delay (ps)
and+or+nand+nor | 5 | 1380
DFF | 1 | 410
AOI/OAI and AO/OA | 2 | 240
adders and majority gates | 1 | 170
[routing by layer]
| metal | vias to the layer above | wire length (um) | GRT usage (%) |
|---|---|---|---|
| met4 | 0 | 59 | 0.676 |
| li1 | 2522 | - | - |
| met3 | 6 | 248 | 0.710 |
| met5 | - | 0 | 0 |
| met2 | 69 | 5440 | 24.4 |
| met1 | 2236 | 6270 | 25.2 |
[cells by family after synthesis]
family / Yosys count / synth area share (%)
and+or+nand+nor: 279 / 22.6
DFF: 112 / 38.3
AOI/OAI and AO/OA: 97 / 9.84
xor gates and xnor gates: 72 / 9.57
buffers and inverters: 70 / 5.11
adders and majority gates: 59 / 11.2
muxes: 17 / 3.42
Power and IR drop assume default switching activity.
